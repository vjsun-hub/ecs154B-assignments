[design/flow/design.v]
module muxNto1 #(
    parameter int N = 8,
    parameter int WIDTH = 16 
) ( 
    input logic [N-1:0][WIDTH-1:0] in_bus,
    input logic [$clog2(N)-1:0] sel,
    output logic [WIDTH-1:0] out
);
    always @(*) begin
        out = in_bus[sel];
    end
endmodule
[design/flow/run.sh]
#!/bin/bash
# OpenROAD 26Q1-2900-gdf79404cd8, Yosys 0.63+post, stock flow scripts
make -C /OpenROAD-flow-scripts/flow DESIGN_CONFIG=/design/flow/config.mk WORK_HOME=/design/flow/orfs finish
[design/flow/config.mk]
export PLATFORM = sky130hd
export DESIGN_NAME = muxNto1
export DESIGN_NICKNAME = muxNto1
export VERILOG_FILES = /design/flow/design.v
export SDC_FILE = /design/flow/constraint.sdc
export NUM_CORES = 4
export LEC_CHECK = 1
export CORE_AREA = 10 10 105 105
export DIE_AREA = 0 0 115 115
[design/flow/constraint.sdc]
current_design muxNto1

set clk_period 1.5
set clk_io_pct 0.2

create_clock -name clk0 -period $clk_period

set non_clock_inputs [all_inputs -no_clocks]
set_input_delay [expr $clk_period * $clk_io_pct] -clock clk0 $non_clock_inputs
set_output_delay [expr $clk_period * $clk_io_pct] -clock clk0 [all_outputs]
==> flow_summary.ini <==
; synthesis and place-and-route metrics
[placement]
io_buffers = 147
hpwl_um = 5183
detailedPlace.worstSlack_ns = -0.7218
routabilityCongestion = 0.7006
placed_cell_area_um2 = 2608

[drt]
dr.first_iter.drc_count = 39
postRouteAntennaNets = 0
wl_per_cell_um = 18.95
drc = 0
vias = 1271
vias_per_cell = 3.997
routed_wl_um = 6025
first_pass_iters = 2

[layout]
area.growth.synth_to_final_pct = 146.3
flops = 0
final_core_util_pct = 30.10
final_cell_area_um2 = 2638
drive_gt1_share_pct = 37.68
nClkBuffers = 0
regArea_um2 = 0

[worst_setup_path]
required_ns = 1.20
critPathCaptureType = output pin
slowest_delay_ns = 0.50
critPathMaxFanout = 8
cp.arrival_ns = 1.47
crit_chain = buf_16, buf_12, mux4_2, mux2_4, buf_6
crit_path_start_kind = input pin
cp_slowest_cell = mux4_2
criticalPathCategory = in -> out

[hold_path]
min_path_cells = 4
min_to = out[1]
hold_class = in -> out
hold_path_startpoint = sel[1]

[global_route]
grt_max_degree = 21
use_met1_pct = 10.65
grtUsageMet2_pct = 14.30
busiest_layer = met2
grt_pass1_vias = 1502
grt_use_total_pct = 8.632
grt_pass1_wl_um = 8859
antenna_found_initial = 3
met3_usage_pct = 4.008
overflow = 0

[run]
tool_warnings = 35
cap_viol_max_count = 0

[pwr]
p_clk_share_pct = 0
switching_share_pct = 24.78
combPwrFrac_pct = 100.0
internal-power_uw = 518.8
p_sw_uw = 170.9
vdd_drop_max_mv = 0.1427
power.density_nw_per_um2 = 261.5
p_leak_nw = 1.232
seqPwrFrac_pct = 0

[synth]
synth_cell_types = 7
syn_avg_cell_area_um2 = 18.79
yosys_area_um2 = 1071
seq_area_frac_synth_pct = 0
yosysTopAreaCell = mux4_1
netlist.area_leader.share_pct = 68.69
synthTopCellsByArea = mux4_1, mux2_2, mux4_2
yosys_warnings = 1
synth_area_um2 = 1071
ys_cells = 57
synth_cells = 57

[sta]
max_freq_mhz = 566.0
hold_slack_ns = 1.184
rsz0062_at_grt = yes
report.final.slew_viol_count = 0
fin_ws_ns = -0.2668
relSlewSlack_pct = 90.34
tns_ns = -4.118
final_hold_viol_count = 0
setup_violations = 16
min_period_over_period_pct = 117.8
tightest_slew_ns = 0.1446
period_needed_ns = 1.767

[outcome]
violations = negative setup slack
outcome = complete, but fails checks

[die]
rows = 34
dieWidth_um = 115
core_area_um2 = 8763
fp.dieH_um = 115
dieArea_um2 = 13230
fp-utilization_pct = 12.22
io_pins = 147

[clocking]
ctsHoldBuffers = 0
-- per-stage QoR --
stage / instances / total power, mW
CTS: 314 / 0.6877
detailed placement: 310 / 0.7377
global route: 316 / 0.7454
global placement: 310 / 0.7345
floorplan: 57 / 0.2553
finish: 318 / 0.6897
-- worst max-delay path, delay by kind of cell --
kind	cells	cell delay [ns]
multiplexers	2	0.78
buffers and inverters	3	0.39
-- final cells by class --
class | count | area (um^2)
Antenna cell | 3 | 7.507
Fill cell | 953 | 6126
Timing Repair Buffer | 159 | 1534
Multi-Input combinational cell | 48 | 960.9
Tap cell | 108 | 135.1
-- power by group through the flow --
stage / combinational, mW / sequential (mW) / clock [mW]
after CTS: 0.688 / 0 / 0
after global routing: 0.745 / 0 / 0.0000000891
final: 0.690 / 0 / 0.000000268
-- logic make-up (layout without fill, tap and decap cells) --
kind of cell / after synthesis / in the layout / share of synthesized area (%)
mux: 48 / 48 / 93.93
other cells: 0 / 3 / 0
buf+inv: 9 / 159 / 6.075
-- what timing repair did --
action                     in CTS  in global routing
buffers inserted                1                  0
setup endpoints to repair      16                 16
gates resized                 211                  5
gates cloned                    3                  1
-- worst max-delay path by stage --
stage	cells past startpoint	start	end	slack, ns
5_1_grt	5	sel[0]	out[4]	-0.31
4_1_cts	5	sel[0]	out[12]	-0.29
6_report	5	sel[0]	out[4]	-0.27
-- layer usage --
layer | routed length [um] | vias to the layer above
li1 | - | 582
met1 | 2324 | 612
met2 | 2959 | 75
met3 | 713 | 2
met4 | 27 | 0
met5 | 0 | -
-- cells in the mapped netlist (all sizes together) --
| library cell | n |
|---|---|
| mux4 | 32 |
| mux2 | 16 |
| buf | 6 |
| clkbuf | 3 |
-- cells in the final DEF (no fill, tap or decap) --
master,instances
diode_2,3
dlygate4sd2_1,128
buf_6,12
buf_16,4
mux4_2,32
buf_4,2
buf_2,7
mux2_4,16
clkbuf_16,1
dlymetal6s2s_1,1
buf_12,4
No activity file was given, so power comes from the tool's default toggle rates.
