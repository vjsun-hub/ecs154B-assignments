==> design/flow/design.v <==
module vending_machine (
    input  logic clk,
    input  logic rst_n,     
    input  logic nickel,    
    input  logic dime,      
    output logic dispense,  
    output logic change     
);
    localparam [2:0] 
        S0 = 3'd0,  
        S5 = 3'd1,  
        S10 = 3'd2, 
        S15 = 3'd3, 
        S20 = 3'd4, 
        S25 = 3'd5;
    logic [2:0] curr_state, next_state;
    always @(*) begin
        next_state = curr_state;
        dispense = 1'b0;
        change = 1'b0;  
        case (curr_state)
            S0: begin
                if (nickel) next_state = S5;
                else if (dime) next_state = S10;
            end
            S5: begin
                if (nickel) next_state = S10;
                else if (dime) next_state = S15;
            end
            S10: begin
                if (nickel) next_state = S15;
                else if (dime) next_state = S20;
            end
            S15: begin
                if (nickel) next_state = S20;
                else if (dime) next_state = S25;
            end
            S20: begin
                if (nickel) next_state = S25;
                else if (dime) begin
                    dispense = 1'b1;  
                    next_state = S0;
                end
            end
            S25: begin
                if (nickel) begin
                    dispense = 1'b1;
                    next_state = S0;
                end
                else if (dime) begin
                    dispense = 1'b1;
                    change = 1'b1;  
                    next_state = S0;
                end
            end
            default: begin
                next_state = S0;
            end
        endcase
    end
    always @(posedge clk or negedge rst_n) begin
        if (!rst_n) begin
            curr_state <= S0;
        end else begin
            curr_state <= next_state;
        end
    end
endmodule
==> design/flow/run.sh <==
#!/bin/bash
# OpenROAD 26Q1-2900-gdf79404cd8, Yosys 0.63+post, stock flow scripts
make -C /OpenROAD-flow-scripts/flow DESIGN_CONFIG=/design/flow/config.mk WORK_HOME=/design/flow/orfs finish
==> design/flow/config.mk <==
export PLATFORM = sky130hd
export DESIGN_NAME = vending_machine
export DESIGN_NICKNAME = vending_machine
export VERILOG_FILES = /design/flow/design.v
export SDC_FILE = /design/flow/constraint.sdc
export NUM_CORES = 4
export LEC_CHECK = 1
export CORE_AREA = 10 10 70 70
export DIE_AREA = 0 0 80 80
==> design/flow/constraint.sdc <==
current_design vending_machine

set clk_period 1.9
set clk_io_pct 0.2

create_clock -name clk0 -period $clk_period [get_ports {clk}]

set non_clock_inputs [all_inputs -no_clocks]
set_input_delay [expr $clk_period * $clk_io_pct] -clock clk0 $non_clock_inputs
set_output_delay [expr $clk_period * $clk_io_pct] -clock clk0 [all_outputs]
==> results.txt <==
The flow completed. The final layout contains routed wiring with a total length of about 610 um. The flow ran to the end, and the final reports show no timing, DRC or antenna violations. The power report puts the net switching power at just under 0.1 mW. 6 I/O pins were placed. STA puts the critical path data arrival time at approximately 1.3 ns. The clock tree has to reach 6 sinks. The design draws between 0.3 and 0.4 mW. STA classifies the critical path startpoint as an input pin. In the post-synthesis netlist, the biggest area contributors are sky130_fd_sc_hd__dfrtp_1, sky130_fd_sc_hd__mux2i_1, sky130_fd_sc_hd__dfstp_2. The transition time recorded at the tightest slew-check pin is ~0.26 ns. Part of the power in combinational logic landed at a little under a fifth. Async set-reset flop share out of synthesis landed at approximately 100%. The via count of the first global-routing pass came to approximately 240.

Total track usage landed at approximately 2.0%. Clock latency of the later-clocked register in the worst-skew pair landed at 0.25 ns. Routability-driven placement finished with a final weighted congestion of roughly 0.76.

Total cell area reported by yosys after synthesis landed at 296.5 sq um. Detailed-router iteration count before antenna repair landed at 2. The slew check shows that the tightest pin keeps a relative margin of between 80% and 90%. Count of unresolved DRC violations after routing landed at 0.

After synthesis the netlist holds a flip-flop and latch count of 6. The largest register by flop count is curr_state. Internal power comes to roughly 0.28 mW. Final cell utilization of the core landed at 12.75%. Number of antenna diodes landed at 0. Buffers placed on the I/O ports in this run total 5. Number of cells produced by synthesis landed at 29. Total power divided by cell area landed at approximately 860 mW/mm^2. Top achievable clock speed landed at between 500 and 600 MHz. TritonCTS built the clock tree. Number of flops mapped to enable cells by yosys landed at 0. For reference, the placement row count at floorplan is 21. In this run switching power makes up 25.73% of total power.

The most frequently used library cell after synthesis is sky130_fd_sc_hd__dfrtp_1. Required time of the critical path landed at around 1.5 ns. The worst setup path is captured at an output pin.

The number of different library cells used by synthesis comes to 14. Height of the die landed at 80 um. The die covers about 0.0064 sq mm. Effective utilization at floorplan landed at 8.681%.

The clock arrives with about 0.0076 ns of skew. Count of placed standard cells in the final layout, fillers left out landed at between 80 and 90. Once layout is done, the placed cells without fillers occupy about 440 sq um. The first global-routing pass estimated ~1000 um of wire.

The synthesis report lists the Yosys warning total as 1. Routed length per instance landed at 7.188 um. The worst path in the final design needs a cycle of approximately 1.7 ns, including I/O delays and setup. Once iteration 0 of detailed routing completed, the report listed 9 DRC markers. Post-synthesis instance area landed at between 200 and 300 sq um. Count of vias placed by the detailed router landed at 233.

In the final layout, the registers with the most flip-flops are curr_state: 6 flops. Placed cell count landed at roughly 81. Post-synth the commonest register cell is sky130_fd_sc_hd__dfrtp_1. Worst-case clock buffer depth landed at 2. Setup repair after global routing left no endpoint under its margin.

Per the synthesis report, the dominant area consumer among library cells is sky130_fd_sc_hd__dfrtp_1. The number of maximum-capacitance violations recorded for the run is 0. Of the cells placed in the final design, the portion with a size suffix greater than 1 is a little under a quarter.

Of the post-synthesis cell area, the dominant cell type holds 42.19%. Counting pins that exceed their max-slew limit in the final report gives 0. Maximum number of pins on one net before global-route repair landed at 12. Total number of H-tree levels landed at 1.

Clock-pin slew on the worst setup and hold paths landed at 0.05 ns. For reference, the most critical setup path is categorized as input pin to output pin. Number of standard cells reported by yosys landed at 29.

The analysis reports a worst IR drop on VDD of roughly 0.14 mV. Core region area landed at approximately 0.0034 sq mm. Detailed placement reports a standard cell area of 407.9 sq um.

Per the CTS log, the root buffer master is sky130_fd_sc_hd__clkbuf_4. Final clock period utilization by the worst path landed at about nine tenths. Total setup violations reported at the end of the flow landed at 0. The most critical min-delay path falls under input pin to async pin. Buffers inserted during clock tree synthesis total 3. From synthesis to final layout, the design area changed by 46.84%. The share of total power dissipated in sequential elements is between 40% and 50%. Summing the sequential cell areas from Yosys gives 51.05% of the chip area. The synthesis run shows the most used standard cells to be sky130_fd_sc_hd__dfrtp_1, sky130_fd_sc_hd__mux2i_1, sky130_fd_sc_hd__nand2_1, sky130_fd_sc_hd__o21ai_0.

Post-DP HPWL landed at about 430 um. Nets still carrying antenna violations after routing amount to 0. Dividing the detail-routed via count by the number of cells gives roughly 2.7. Per the OpenROAD floorplan log, the width of the die is ~80 um.

Final hold violation count landed at 0. The initial antenna violation count was 0. After synthesis, the mean cell area works out to approximately 10 sq um. Number of warnings the tools reported landed at 25. Residual overflow from global routing landed at 0. Reported leakage power landed at just under 0.2 nW.

Number of flip-flops in the largest register landed at 6. Clock group share of total power landed at between 30 and 40%. Worst-path maximum fanout landed at 3. Number of hold-repair buffers added at the cts stage landed at 0.
-- routing by layer --
layer / track usage [%] / routed length, um / up-vias
met1: 2.360 / 283 / 100
met2: 2.408 / 202 / 9
met3: 1.477 / 85 / 4
met4: 1.232 / 39 / 0
met5: 0 / 0 / -
li1: - / - / 120
-- cell type report --
cell class | count | area, sq um
Tap cell | 46 | 57.56
Timing Repair Buffer | 8 | 73.82
Fill cell | 392 | 2980
Multi-Input combinational cell | 19 | 118.9
Clock buffer | 4 | 26.28
Inverter | 2 | 7.507
Sequential cell | 6 | 151.4
-- cell usage in the layout, fill, tap and decap left out --
| cell | Yosys | layout |
|---|---|---|
| sky130_fd_sc_hd__a21oi_1 | 2 | 2 |
| sky130_fd_sc_hd__a22o_1 | 1 | 1 |
| sky130_fd_sc_hd__and3_2 | 1 | 1 |
| sky130_fd_sc_hd__buf_4 | 1 | 3 |
| sky130_fd_sc_hd__clkbuf_1 | 0 | 1 |
| sky130_fd_sc_hd__clkbuf_4 | 0 | 3 |
| sky130_fd_sc_hd__clkdlybuf4s50_1 | 0 | 3 |
| sky130_fd_sc_hd__dfrtp_1 | 5 | 5 |
| sky130_fd_sc_hd__dfstp_2 | 1 | 1 |
| sky130_fd_sc_hd__dlygate4sd2_1 | 0 | 1 |
| sky130_fd_sc_hd__dlymetal6s2s_1 | 0 | 1 |
| sky130_fd_sc_hd__inv_1 | 1 | 1 |
| sky130_fd_sc_hd__inv_2 | 1 | 1 |
| sky130_fd_sc_hd__mux2i_1 | 4 | 4 |
| sky130_fd_sc_hd__nand2_1 | 4 | 4 |
| sky130_fd_sc_hd__nor2_1 | 2 | 2 |
| sky130_fd_sc_hd__o21ai_0 | 4 | 4 |
| sky130_fd_sc_hd__o32a_1 | 1 | 1 |
-- cells by family (layout without fill, tap and decap cells) --
group / after synthesis / in the layout / synth area share (%)
multiplexers: 4 / 4 / 13.50
AND/OR/NAND/NOR: 7 / 7 / 10.13
buffers and inverters: 4 / 14 / 8.859
flip-flops: 6 / 6 / 51.06
AND-OR/OR-AND: 8 / 8 / 16.46
-- worst max-delay path, cell delays in order --
cell and delay [ns]:
sky130_fd_sc_hd__dlygate4sd2_1 0.26, sky130_fd_sc_hd__inv_2 0.06, sky130_fd_sc_hd__and3_2 0.15, sky130_fd_sc_hd__clkdlybuf4s50_1 0.46
-- metrics by stage --
step | TNS [ns] | hold WS, ns | worst slack (ns)
after floorplan | 0 | 0.08441 | 0.8310
after global placement | -0.03241 | 0.4970 | -0.03241
after detailed placement | -0.02194 | 0.4999 | -0.02194
after CTS | 0 | 0.3633 | 0.008263
after global routing | 0 | 0.3829 | 0.1489
final | 0 | 0.3660 | 0.2144
-- power by group through the flow --
stage	sequential (mW)	clock [mW]	combinational, mW
4_1_cts	0.179	0.133	0.0708
6_report	0.179	0.126	0.0693
5_1_grt	0.181	0.142	0.0786
-- timing repair --
item                       in CTS  in global routing
resized                         1                  1
hold endpoints to repair        0                  0
gates cloned                    0                  0
buffers inserted                0                  0
setup endpoints to repair       1                  2
-- worst paths after layout --
check                                   startpoint                      end  slack [ns]  depth (start not counted)
max reg2reg                curr_state[0]$_DFF_PN1_  curr_state[2]$_DFF_PN0_        1.09                          2
max                                         nickel                   change        0.21                          4
max in group asynchronous                    rst_n  curr_state[0]$_DFF_PN1_        1.26                          1
min                                          rst_n  curr_state[4]$_DFF_PN0_        0.37                          1
min reg2reg                curr_state[2]$_DFF_PN0_  curr_state[5]$_DFF_PN0_        0.50                          2
min in group clk0          curr_state[2]$_DFF_PN0_  curr_state[5]$_DFF_PN0_        0.50                          2
Power is estimated from default activity; no workload was simulated.
